<file path="flow/run.sh">
#!/bin/bash
# OpenROAD 26Q1-2900-gdf79404cd8, Yosys 0.63+post, stock flow scripts
make -C /OpenROAD-flow-scripts/flow DESIGN_CONFIG=/design/flow/config.mk WORK_HOME=/design/flow/orfs finish
</file>
<file path="flow/config.mk">
export PLATFORM = sky130hd
export DESIGN_NAME = regfile
export DESIGN_NICKNAME = regfile
export VERILOG_FILES = /design/flow/design.v
export SDC_FILE = /design/flow/constraint.sdc
export NUM_CORES = 4
export LEC_CHECK = 1
export CORE_UTILIZATION = 30
</file>
<file path="flow/constraint.sdc">
current_design regfile

set clk_period 15.0
set clk_io_pct 0.2

create_clock -name clk0 -period $clk_period [get_ports {clk_in}]

set non_clock_inputs [all_inputs -no_clocks]
set_input_delay [expr $clk_period * $clk_io_pct] -clock clk0 $non_clock_inputs
set_output_delay [expr $clk_period * $clk_io_pct] -clock clk0 [all_outputs]
</file>
<file path="flow/design.v">
module regfile #(
    parameter REG_SIZE = 32
)(
    input   wire        clk_in,
    input   wire        rst_in,
    input   wire        rdy_in,
    input   wire        query,
    input   wire        reorder,
    input   wire        reorder_entry,
    input   wire        reorder_rd,
    input   wire        modify, 
    input   wire        modify_entry,
    input   wire[4:0]   modify_index,
    input   wire[31:0]  modify_value, 
    output  wire        qurey_entry,
    output  wire[31:0]  query_value   
);
reg [31:0] register[REG_SIZE-1:0];   
reg [4:0] reg_entry[REG_SIZE-1:0];
reg busy[REG_SIZE-1:0];
assign qurey_entry = (query && busy[modify_index]) ? reg_entry[modify_index] : 0;
assign query_value = (query && !busy[modify_index]) ? register[modify_index] : 0;
integer i;
always @(posedge clk_in) begin
    if (rst_in) begin
        for (i=0;i<REG_SIZE;i=i+1) begin
            register[i]<=0;
            reg_entry[i]<=0;
            busy[i] <= 0;
        end
    end
    else if (!rdy_in) begin
    end
    else begin
        if (reorder) begin
            reg_entry[reorder_rd] <= reorder_entry;
            busy[reorder_rd] <= 1;
        end
        if (modify) begin
            register[modify_index] <= modify_value;
            if (reg_entry[modify_index] == modify_entry) begin
                reg_entry[modify_index] <= 0;
                busy[modify_index] <= 0;
            end
        end 
    end
end
endmodule
</file>
==> notes.md <==
Implementation run completed; key figures follow.

Setup path:
- The run gives the critical path capture point type as an output port.
- The run gives the critical path start-end classification as primary input to output port.
- Looking at the critical path, the single cell with the biggest stage delay is sky130_fd_sc_hd__a211oi_1.
- The run gives the maximum cell stage delay along the critical path as 900 ps.
- The run gives the cell with the most instances on the worst path as sky130_fd_sc_hd__buf_4.
- According to the timing report, the arrival time at the worst endpoint equals 6770 ps.
- For reference, the critical path cell chain is buf_4, buf_4, nand2b_1, nor2_2, buf_4, a22oi_1, o2111ai_1, a211oi_1, clkdlybuf4s50_1.
- Looking at the reg2reg group, the worst path ends at busy[1].
- The run gives the start of the worst register-to-register path as reg_entry[1][0].
- The run puts the length in cells of the worst reg-to-reg path at 5.
- The run puts the worst path required time at 12000 ps.
- In this run the register-to-register setup slack is 13840 ps.
- The worst setup path is launched from a primary input.
- The run gives the maximum fanout count along the critical path as 32.

Pwr:
- The run puts the reported leakage power at 18.50 nW.
- The run puts the maximum vdd drop at 0.08532 mV.
- The run gives the total power as 6.310 mW.
- The script computed a power per unit cell area of 118.1 mW/mm^2.

Synthesis:
- The warning tally printed by Yosys for this design is 1.
- The run gives the sequential share of the synthesized area as 0.6530.
- The run gives the cell count after synthesis as 3125.
- The run puts the yosys-reported design area after synthesis at 0.04721 sq mm.
- The run puts the post-synthesis sequential element count at 1028.
- The run puts the fraction of post-synthesis cell area in the top cell type by area at 0.6513.
- The synthesis stats list as the most numerous cell sky130_fd_sc_hd__and2_1.
- By count the netlist is led by 1028 x sky130_fd_sc_hd__and2_1, 1024 x sky130_fd_sc_hd__edfxtp_1, 211 x sky130_fd_sc_hd__mux2i_1.
- The run gives the cell area after synthesis as 0.04721 sq mm.
- The biggest area contributor in the post-synthesis netlist is sky130_fd_sc_hd__edfxtp_1.
- For this run, the leading register cell type out of synthesis is sky130_fd_sc_hd__edfxtp_1.
- The run puts the mean instance size in the synthesized netlist at 15.11 sq um.
- The synthesized netlist was found by Yosys to have 3125 cells.
- The run puts the count of cell types in the netlist at 57.
- Yosys reported that registers with async set or reset make up 0.
- The run gives the number of enable flip-flop cells as 1024.
- After synthesis, the cell types taking the most area are sky130_fd_sc_hd__edfxtp_1 65%, sky130_fd_sc_hd__and2_1 14%, sky130_fd_sc_hd__mux4_2 7.6%, sky130_fd_sc_hd__mux2i_1 4.5%, sky130_fd_sc_hd__clkbuf_1 1.7%.

Drt:
- The run gives the DRC violations left as 0.
- The run puts the via-per-instance ratio at 4.884.
- The run puts the via total after detailed routing at 25800.
- For this block, the initial DRC count from the detailed router was 1502.
- The first detailed-routing pass ran for 5 iterations.
- Nets still carrying antenna violations after routing amount to 0.
- In the final routed layout, each cell accounts on average for 24.97 um.
- The run gives the total length of routed wires as 131900 um.

Global routing:
- The run gives the global-route wire length before repair as 190300 um.
- Total global-route track usage over all layers is 0.1777.
- The run gives the via count of the first global-routing pass as 26880.
- Global routing finished with a remaining overflow of 0.
- The number of antenna violations at the first check in global routing came to 3.
- The run puts the pin count of the biggest net entering global routing at 87.

Place:
- The run puts the post-place instance area at 0.05024 sq mm.
- The run puts the placer congestion estimate at 0.9008.
- The run puts the number of buffers inserted by port buffering at 78.
- The HPWL after detailed placement is 78790 um.

Timing:
- The run gives the final hold slack as 446.8 ps.
- Timing would allow up to 0.1024 GHz.
- From the final report, the count of setup violators was given as 0.
- The run gives the post-layout period usage of the worst path as 0.6511.
- The run puts the post-route minimum period at 9766 ps.
- The run gives the final-report hold violation count as 0.
- The run puts the max-slew headroom at the worst pin at 0.2889.
- The run puts the clock skew after layout at 3.149 ps.
- The run puts the measured slew at the worst slew-check pin at 1060 ps.
- Setup repair after global routing left no endpoint under its margin.
- The run puts the final number of max-transition violations at 0.
- The run puts the final-layout setup total negative slack at 0 ps.

Final layout:
- The run puts the layout cell share with drive strength beyond 1 at 0.1657.
- The run puts the final design instance area without fill at 0.05341 sq mm.
- The run gives the area added between synthesis and finish as 13.13%.

Clock tree:
- The run gives the number of setup buffers added after CTS as 0.
- The run gives the number of gates resized after cts as 0.
- As reported, the later end of the worst-skew pair has a clock insertion delay of 680 ps.
- The run gives the clock edge transition at the registers on the reported setup and hold paths as 60 ps.
- Looking at the clock tree report, the maximum root-to-sink buffer count equals 3.
- The run gives the TritonCTS buffer count as 100.
- The run puts the count of H-tree levels built during CTS at 3.
- The run gives the number of clock sinks as 1028.
- The run gives the library cell used as clock root buffer as sky130_fd_sc_hd__clkbuf_16.
- The report puts the hold buffer count at CTS at 0.
- TritonCTS built the clock tree.

Floorplan:
- In the floorplan report the effective utilization is 0.3022.
- The run gives the chip width as 398.7 um.
- 79 I/O pins were placed.
- The run gives the area of the die as 0.1590 sq mm.
- The run puts the total core area at 0.1562 sq mm.
- The vertical die dimension reported for this design is 398.7 um.
- The initialized floorplan defines 145 standard-cell rows.

Min path:
- The run gives the path class of the lowest-slack min-delay path as flop to flop.
- In the hold report, the worst path ends at busy[1].
- In this run the most critical hold path is launched from busy[1].
- The run puts the hold path depth at 2.

Job:
- The run gives the max-cap check violation count as 0.
- OpenROAD emitted warnings numbering 26.

Run status:
- The run finished with clean final reports.
==> area by class of cell <==
cell class                 instances  area, sq um
tap                             2058         2575
antenna                            2        5.005
clock buffer                     120         2599
sequential                      1028        30830
clock inverter                    63        565.5
multi-input combinational       1798        15020
fill                           14560       102800
timing repair buffer             212         1814
inverter                           2        7.507
==> critical path: cells and delay by family <==
family | cells | cell delay [ps]
AOI/OAI and AO/OA | 3 | 1240
and+or+nand+nor | 2 | 760
buffers and inverters | 4 | 1680
==> power by group <==
group | internal [mW] | switching, mW | total (mW) | leakage (nW)
sequential | 3.30 | 0.0354 | 3.34 | 9.76
clock | 1.40 | 1.09 | 2.49 | 1.53
combinational | 0.175 | 0.305 | 0.480 | 7.20
total | 4.88 | 1.43 | 6.31 | 18.5
==> flip-flops by register name (all words and copies together), names as in the netlist <==
name	cells
busy	2
reg_entry	2
register	1024
==> logic make-up (layout without fill, tap and decap cells) <==
family	after synthesis	after routing	share of synthesized area
compound gates	180	180	0.02966
mux	387	387	0.1250
xor+xnor	1	1	0.0001856
simple gates	1230	1230	0.1603
other cells	0	2	0
flops	1028	1028	0.6530
buf+inv	299	397	0.03191
==> metrics by stage <==
stage,instances,worst slack (ps),util
2_1_floorplan,3125,7711,-
3_3_place_gp,5098,5419,0.3216
3_5_place_dp,5098,5391,0.3216
4_1_cts,5281,5418,0.3419
5_1_grt,5281,5031,0.3419
6_report,5283,5234,0.3419
==> metal layers <==
layer,share of wire,vias to the layer above,global-route usage
li1,-,11510,-
met1,0.37,12660,0.2222
met2,0.45,1423,0.2588
met3,0.16,208,0.1233
met5,0.0012,-,0.008475
met4,0.023,4,0.03647
==> cell usage in the layout, fill, tap and decap left out, types with 17 or more instances in the layout <==
master                            count
sky130_fd_sc_hd__mux2i_1            211
sky130_fd_sc_hd__clkbuf_1            19
sky130_fd_sc_hd__mux4_2             160
sky130_fd_sc_hd__edfxtp_1          1024
sky130_fd_sc_hd__clkbuf_16          101
sky130_fd_sc_hd__clkinv_1            33
sky130_fd_sc_hd__buf_4              133
sky130_fd_sc_hd__clkdlybuf4s50_1     74
sky130_fd_sc_hd__nor2_2              26
sky130_fd_sc_hd__o22ai_1             17
sky130_fd_sc_hd__and2_1            1028
sky130_fd_sc_hd__or2_2               33
sky130_fd_sc_hd__nand4_1             23
sky130_fd_sc_hd__nand2_1             44
sky130_fd_sc_hd__a211oi_1            26
sky130_fd_sc_hd__a22oi_1             83
==> how the worst max path moves through the flow <==
stage / from / endpoint / slack [ps] / cells past startpoint
final: modify_index[4] / query_value[24] / 5230 / 9
after CTS: modify_index[4] / query_value[24] / 5420 / 9
after global routing: modify_index[4] / query_value[24] / 5030 / 9
No activity file was given, so power comes from the tool's default toggle rates.
